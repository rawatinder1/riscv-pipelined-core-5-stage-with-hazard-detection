--- run.sh ---
#!/bin/bash
# OpenROAD 26Q1-2900-gdf79404cd8, Yosys 0.63+post, stock flow scripts
make -C /OpenROAD-flow-scripts/flow DESIGN_CONFIG=/design/flow/config.mk WORK_HOME=/design/flow/orfs finish
--- config.mk ---
export PLATFORM = sky130hd
export DESIGN_NAME = branch_prediction_unit
export DESIGN_NICKNAME = branch_prediction_unit
export VERILOG_FILES = /design/flow/design.v
export SDC_FILE = /design/flow/constraint.sdc
export NUM_CORES = 4
export LEC_CHECK = 1
export CORE_AREA = 10 10 75 75
export DIE_AREA = 0 0 85 85
--- constraint.sdc ---
current_design branch_prediction_unit

set clk_period 9.1
set clk_io_pct 0.2

create_clock -name clk0 -period $clk_period

set non_clock_inputs [all_inputs -no_clocks]
set_input_delay [expr $clk_period * $clk_io_pct] -clock clk0 $non_clock_inputs
set_output_delay [expr $clk_period * $clk_io_pct] -clock clk0 [all_outputs]
--- design.v ---
module branch_prediction_unit(
    input clk, rst,
    input [31:0] pc, instruction,
    input [31:0] branch_pc,
    input branch_resolved, branch_taken_actual,
    input [31:0] branch_target_actual,
    output reg prediction,
    output reg [31:0] predicted_target,
    output reg is_branch_instruction,
    output reg is_jump_instruction,
    output reg misprediction
);
    always @(*) begin
        prediction = 1'b0;
        predicted_target = pc + 4;
        is_branch_instruction = 1'b0;
        is_jump_instruction = 1'b0;
        misprediction = 1'b0;
    end
endmodule
==> results.py <==
# Synthesis and PnR figures
metrics = {
    "worst_setup_path": {
        "critPathCaptureType": "primary output",
        "setup.worst_path.class": "in2out",
        "cp_data_arrival_time_ps": 4080,
        "worst-path-max-fanout": 8,
        "worstPathRequired_ps": 7280,
        "critical_path.startpoint_type": "input pin",
    },
    "placement": {
        "placed_cells_incl_taps": 195,
        "dp_hpwl_um": 2237,
        "io_buffer_count": 60,
        "place_worst_setup_slack_ps": 3166,
        "routabilityCongestion": 0.7571,
        "dpl-instance-area_um2": 1244,
    },
    "detailed_routing": {
        "routed_wl_um": 2485,
        "drtPass1Iterations": 4,
        "postRouteAntennaNets": 0,
        "remaining_drc_errors": 0,
        "detailroute.via_count": 806,
        "detail_route.iter0.violations": 16,
        "vias_per_cell": 4.133,
        "wl_per_cell_um": 12.74,
        "insertedDiodeCount": 0,
    },
    "sta": {
        "slew_viol_final": 0,
        "fin_crit_ps": 5904,
        "setup_violations": 0,
        "tns_ps": 0,
        "grt_setup_unrepaired": "no",
        "fmaxAchievable_ghz": 0.1694,
        "hold_violations": 0,
        "final.setup.worst_slack_ps": 3196,
        "max_transition_margin_pct": 65.14,
        "timing_worst_slew_pin_value_ps": 518.9,
        "post-route-period-util_pct": 64.88,
    },
    "logic_synthesis": {
        "number_of_warnings_reported_in_the_yosys_synthesis_log": 1,
        "synth.yosys.chip_area_um2": 614.3,
        "netlist_instances": 88,
        "yosys_cells": 88,
        "ys_seq_share_pct": 0,
        "netlist-cell-type-count": 19,
        "yosys-top-cells-area": "sky130_fd_sc_hd__xnor2_1 (30%), sky130_fd_sc_hd__xor2_1 (10%), sky130_fd_sc_hd__nand4_1 (9.2%), sky130_fd_sc_hd__nand3_1 (8.1%), sky130_fd_sc_hd__buf_4 (7.3%)",
        "synth_top_area_share_pct": 29.94,
        "netlist.top_cell.by_area": "sky130_fd_sc_hd__xnor2_1",
        "synth_area_um2": 614.3,
        "syn_avg_cell_area_um2": 6.981,
    },
    "power_and_ir_drop": {
        "worst_ir_drop_vdd_v": 0.00001352,
        "p_leak_nw": 0.4361,
        "power_density_nw_per_um2": 34.10,
    },
    "min_path": {
        "timing.hold.worst.class": "in2out",
    },
    "global_route": {
        "global_route.overflow_total": 0,
        "number_of_global_route_vias_before_repair": 819,
        "grt_first_pass_wirelength_um": 3974,
        "globalRouteTotalUtil_pct": 6.359,
        "antenna_found_initial": 0,
        "grt_start_max_net_pins": 9,
    },
    "floorplan": {
        "chip_area_um2": 7225,
        "die.size.x_um": 85,
        "die-height_um": 85,
        "floorplan.io_pins": 168,
        "floorplan.core_util_pct": 15.14,
        "placementRows": 23,
        "core_um2": 4058,
    },
    "clock_tree": {
        "ctsResizeCount": 0,
        "cts_hold_buffers": 0,
        "buffers_inserted_by_post_cts_timing_repair": 0,
    },
    "finish": {
        "mostFrequentLayoutCell": "sky130_fd_sc_hd__clkdlybuf4s50_1",
        "fill_cells": 439,
        "syn_to_layout_area_delta_pct": 102.4,
        "flop-count": 0,
        "n_clock_buffer": 0,
        "layout.cells.most_common_list": "sky130_fd_sc_hd__clkdlybuf4s50_1 (60), sky130_fd_sc_hd__xnor2_1 (21), sky130_fd_sc_hd__nand3_1 (10), sky130_fd_sc_hd__nand2_1 (10), sky130_fd_sc_hd__nand4_1 (9)",
        "postLayoutCellArea_um2": 1244,
        "post_route_cells_drive_above_1_share_pct": 4.828,
        "final_cell_count_no_fill": 195,
        "sequential_cell_area_um2": 0,
        "finish.utilization_pct": 30.65,
    },
    "status": {
        "status": "completed",
    },
    "run": {
        "log.warning_count": 132,
        "cap_violations": 0,
    },
}
area by class of cell:
cell class | instances | area (um2) | share of cell area, %
well taps | 50 | 62.56 | 5.030
inverters | 2 | 7.507 | 0.6036
multi-input cells | 83 | 573.1 | 46.08
repair buffers | 60 | 600.6 | 48.29
cell families after synthesis:
logic type / after synthesis / synth area share, %
XOR/XNOR: 28 / 39.92
adder cells (fa/ha/maj): 1 / 2.036
buffers and inverters: 8 / 8.554
other: 1 / 0.6104
AND/OR/NAND/NOR: 50 / 48.88
worst max-delay path: stages:
cell and delay (ps):
sky130_fd_sc_hd__clkdlybuf4s50_1 580, sky130_fd_sc_hd__nand4_2 270, sky130_fd_sc_hd__nor4_4 570, sky130_fd_sc_hd__nand4_1 180, sky130_fd_sc_hd__xnor2_1 170, sky130_fd_sc_hd__clkdlybuf4s50_1 480
metrics by stage:
stage,hold slack [ps],power (W)
floorplan,3649,0.000009394
global placement,3640,0.00004288
detailed placement,3640,0.00004276
CTS,3640,0.00004309
global route,3640,0.00004648
finish,3640,0.00004241
layer usage:
| metal | track usage, % | vias up | routed length (um) |
|---|---|---|---|
| met5 | 0 | - | 0 |
| met4 | 0.1497 | 0 | 0 |
| met3 | 4.528 | 0 | 480 |
| met2 | 7.766 | 54 | 802 |
| met1 | 9.111 | 336 | 1202 |
| li1 | - | 416 | - |
path summary, 6_finish.rpt:
kind	end	slack (ps)	depth (start not counted)	start
setup / recovery	predicted_target[28]	3200	6	pc[9]
hold / removal	predicted_target[0]	3640	0	pc[0]
power breakdown:
group | total [W] | leakage, nW | internal, W | switching, W
clock network | 0 | 0 | 0 | 0
registers | 0 | 0 | 0 | 0
logic | 0.0000424 | 0.436 | 0.0000292 | 0.0000132
synth_stat cells:
cell type	count
sky130_fd_sc_hd__xnor2_1	21
sky130_fd_sc_hd__inv_1	2
sky130_fd_sc_hd__nand3_1	10
sky130_fd_sc_hd__and4_1	1
sky130_fd_sc_hd__buf_4	6
sky130_fd_sc_hd__and4_2	1
sky130_fd_sc_hd__or2_2	2
sky130_fd_sc_hd__nor4_4	2
sky130_fd_sc_hd__nand4_1	9
sky130_fd_sc_hd__nand4_2	1
sky130_fd_sc_hd__conb_1	1
sky130_fd_sc_hd__nor2_1	7
sky130_fd_sc_hd__and3_1	2
sky130_fd_sc_hd__and2_1	1
sky130_fd_sc_hd__xor2_1	7
sky130_fd_sc_hd__nand3_2	1
sky130_fd_sc_hd__nor3_1	3
sky130_fd_sc_hd__nand2_1	10
sky130_fd_sc_hd__ha_1	1
Power figures rest on the tool's default switching activity, not on a simulated workload.
